$ cat flow/design.v
`timescale 1ns / 1ps
module win_screen(
    input wire video_on,
    input wire [10:0] pixel_x, pixel_y,
    input wire [27:0] frame_count,      
    output reg [4:0] vga_rgb
);
    localparam SCREEN_WIDTH = 640;
    localparam SCREEN_HEIGHT = 480;
    localparam COLOR_BLACK = 5'b00000;
    localparam COLOR_WHITE = 5'b11111;
    localparam COLOR_YELLOW = 5'b11110;   
    localparam LETTER_HEIGHT = 100;
    localparam LETTER_WIDTH = 60;
    localparam LETTER_SPACING = 20;
    localparam WIN_Y_START = 180;
    localparam WIN_Y_END = WIN_Y_START + LETTER_HEIGHT;
    localparam WIN_TOTAL_WIDTH = 3 * LETTER_WIDTH + 2 * LETTER_SPACING;
    localparam WIN_X_START = (SCREEN_WIDTH - WIN_TOTAL_WIDTH) / 2;
    localparam STAR_COUNT = 12;              
    localparam STAR_SIZE = 20;               
    reg [10:0] star_x_positions[0:STAR_COUNT-1];
    reg [10:0] star_y_positions[0:STAR_COUNT-1];
    reg in_win_row;
    reg [3:0] current_letter;
    reg [10:0] letter_x;
    reg [10:0] dist_x, dist_y, distance_sq;
    reg in_star;
    reg [3:0] star_phase;
    reg [3:0] i;
    always @(*) begin
        vga_rgb = COLOR_BLACK;
        star_x_positions[0] = 80;    star_y_positions[0] = 60;
        star_x_positions[1] = 180;   star_y_positions[1] = 90;
        star_x_positions[2] = 300;   star_y_positions[2] = 50;
        star_x_positions[3] = 400;   star_y_positions[3] = 70;
        star_x_positions[4] = 540;   star_y_positions[4] = 100;
        star_x_positions[5] = 120;   star_y_positions[5] = 380;
        star_x_positions[6] = 220;   star_y_positions[6] = 400;
        star_x_positions[7] = 350;   star_y_positions[7] = 420;
        star_x_positions[8] = 450;   star_y_positions[8] = 360;
        star_x_positions[9] = 560;   star_y_positions[9] = 380;
        star_x_positions[10] = 100;  star_y_positions[10] = 200;
        star_x_positions[11] = 520;  star_y_positions[11] = 220;
        star_phase = frame_count[25:23];  
        if (video_on) begin
            in_win_row = (pixel_y >= WIN_Y_START && pixel_y < WIN_Y_END);
            current_letter = 15;
            letter_x = 0;
            in_star = 0;
            for (i = 0; i < STAR_COUNT; i = i + 1) begin
                dist_x = (pixel_x > star_x_positions[i]) ? (pixel_x - star_x_positions[i]) : (star_x_positions[i] - pixel_x);
                dist_y = (pixel_y > star_y_positions[i]) ? (pixel_y - star_y_positions[i]) : (star_y_positions[i] - pixel_y);
                if (dist_x < STAR_SIZE/2 && dist_y < STAR_SIZE/2) begin
                    if (dist_x + dist_y < STAR_SIZE/2) begin
                        in_star = 1;
                        if ((i + star_phase) % 8 < 6) begin
                            vga_rgb = COLOR_YELLOW;
                        end else begin
                            vga_rgb = 5'b10100;  
                        end
                    end
                    else if ((dist_x < STAR_SIZE/4 || dist_y < STAR_SIZE/4) && 
                             dist_x + dist_y < STAR_SIZE) begin
                        in_star = 1;
                        if ((i + star_phase) % 8 < 6) begin
                            vga_rgb = COLOR_YELLOW;
                        end else begin
                            vga_rgb = 5'b10100;  
                        end
                    end
                end
            end
            if (!in_star && in_win_row) begin
                if (pixel_x >= WIN_X_START && pixel_x < WIN_X_START + 3*LETTER_WIDTH + 2*LETTER_SPACING) begin
                    if (pixel_x < WIN_X_START + LETTER_WIDTH) begin
                        current_letter = 0;
                        letter_x = pixel_x - WIN_X_START;
                    end
                    else if (pixel_x >= WIN_X_START + LETTER_WIDTH + LETTER_SPACING && 
                             pixel_x < WIN_X_START + 2*LETTER_WIDTH + LETTER_SPACING) begin
                        current_letter = 1;
                        letter_x = pixel_x - (WIN_X_START + LETTER_WIDTH + LETTER_SPACING);
                    end
                    else if (pixel_x >= WIN_X_START + 2*LETTER_WIDTH + 2*LETTER_SPACING && 
                             pixel_x < WIN_X_START + 3*LETTER_WIDTH + 2*LETTER_SPACING) begin
                        current_letter = 2;
                        letter_x = pixel_x - (WIN_X_START + 2*LETTER_WIDTH + 2*LETTER_SPACING);
                    end
                    if (current_letter != 15) begin
                        vga_rgb = draw_letter(current_letter, letter_x, pixel_y - WIN_Y_START, COLOR_WHITE);
                    end
                end
            end
        end
    end
    function [4:0] draw_letter;
        input [3:0] letter_id;   
        input [10:0] x;          
        input [10:0] y;          
        input [4:0] color;       
        localparam LETTER_BORDER = 12;
        begin
            draw_letter = COLOR_BLACK;  
            case (letter_id)
                0: begin  
                    if (x >= (y * (LETTER_WIDTH/4) / LETTER_HEIGHT) && 
                        x < (y * (LETTER_WIDTH/4) / LETTER_HEIGHT + LETTER_BORDER)) begin
                        draw_letter = color;
                    end
                    else if (x >= (LETTER_WIDTH/4 + (y * (LETTER_WIDTH/4) / LETTER_HEIGHT)) && 
                             x < (LETTER_WIDTH/4 + (y * (LETTER_WIDTH/4) / LETTER_HEIGHT) + LETTER_BORDER) &&
                             y >= LETTER_HEIGHT/2) begin
                        draw_letter = color;
                    end
                    else if (x >= (LETTER_WIDTH/2 + LETTER_BORDER - (y * (LETTER_WIDTH/4) / LETTER_HEIGHT)) && 
                             x < (LETTER_WIDTH/2 + 2*LETTER_BORDER - (y * (LETTER_WIDTH/4) / LETTER_HEIGHT)) &&
                             y >= LETTER_HEIGHT/2) begin
                        draw_letter = color;
                    end
                    else if (x >= (LETTER_WIDTH - LETTER_BORDER - (y * (LETTER_WIDTH/4) / LETTER_HEIGHT)) && 
                             x < (LETTER_WIDTH - (y * (LETTER_WIDTH/4) / LETTER_HEIGHT))) begin
                        draw_letter = color;
                    end
                end
                1: begin  
                    if (y < LETTER_BORDER ||                                      
                        y >= (LETTER_HEIGHT - LETTER_BORDER) ||                   
                        (x >= (LETTER_WIDTH/2 - LETTER_BORDER/2) && 
                         x < (LETTER_WIDTH/2 + LETTER_BORDER/2))) begin          
                        draw_letter = color;
                    end
                end
                2: begin  
                    if (x < LETTER_BORDER ||                                      
                        x >= (LETTER_WIDTH - LETTER_BORDER)) begin                
                        draw_letter = color;
                    end
                    else begin
                        if (x >= (y * (LETTER_WIDTH - 2*LETTER_BORDER) / LETTER_HEIGHT + LETTER_BORDER) && 
                            x < (y * (LETTER_WIDTH - 2*LETTER_BORDER) / LETTER_HEIGHT + 2*LETTER_BORDER)) begin
                            draw_letter = color;
                        end
                    end
                end
                default: draw_letter = COLOR_BLACK;
            endcase
        end
    endfunction
endmodule
$ cat flow/run.sh
#!/bin/bash
# OpenROAD 26Q1-2900-gdf79404cd8, Yosys 0.63+post, stock flow scripts
make -C /OpenROAD-flow-scripts/flow DESIGN_CONFIG=/design/flow/config.mk WORK_HOME=/design/flow/orfs finish
$ cat flow/config.mk
export PLATFORM = sky130hd
export DESIGN_NAME = win_screen
export DESIGN_NICKNAME = win_screen
export VERILOG_FILES = /design/flow/design.v
export SDC_FILE = /design/flow/constraint.sdc
export NUM_CORES = 4
export LEC_CHECK = 1
export CORE_UTILIZATION = 40
$ cat flow/constraint.sdc
current_design win_screen

set clk_period 30.6
set clk_io_pct 0.2

create_clock -name clk0 -period $clk_period

set non_clock_inputs [all_inputs -no_clocks]
set_input_delay [expr $clk_period * $clk_io_pct] -clock clk0 $non_clock_inputs
set_output_delay [expr $clk_period * $clk_io_pct] -clock clk0 [all_outputs]
==> flow_summary_export.csv <==
group,metric,value,unit
setup_path,critPathMaxFanout,14,
setup_path,criticalPathCategory,"primary input to output pin",
logic_synthesis,yosysWarningCount,3,
setup_path,crit_start_category,"primary input",
job,log.warning_count,130,
floorplan,die_h,253,um
final_timing,period_minus_slack,29560,ps
layout,final_layout_size_suffix_gt1_frac,0.0762,
setup_path,critical_path.startpoint,"pixel_y[1]",
routing,drt_iter0_markers,3178,
layout,areaGrowthSynthToFinish,5.31,%
logic_synthesis,syn-mean-instance-area,6.72,um^2
logic_synthesis,post-synth-top-area-fraction,0.158,
floorplan,core_util_floorplan,0.407,
layout,filler_cell_count,6551,
logic_synthesis,yosys-stat-area,25200,um^2
routing,drcViolationCount,0,
logic_synthesis,gate_count_post_synth,3748,
place,place.detailed.hpwl,80900,um
routing,drt-wirelength-per-cell,22.7,um
routing,drt_first_pass_iters,8,
global_route,global_route_wire_length_before_repair,157000,um
setup_path,critical_path.max_stage_delay,820,ps
routing,drt-vias-per-instance,6.35,
final_timing,grt_setup_unrepaired,"no",
logic_synthesis,ys_seq_frac,0,
layout,seq_cell_count,0,
floorplan,dieWidth,253,um
setup_path,timing.critical_path.to,"vga_rgb[4]",
place,place.port_buffers,31,
final_timing,report.final.hold_viol_count,0,
global_route,track_usage,0.321,
setup_path,crit_arrival,23440,ps
global_route,grt-ovfl-total,0,
routing,finalWirelength,103000,um
final_timing,finalCritPeriodShare,0.966,
logic_synthesis,synth_top_cells_by_count,"nor2_1 (342), a21oi_1 (340), ha_1 (319)",
layout,multi_input_comb_area,23600,um^2
logic_synthesis,synth-cells-yosys,3748,
final_timing,slew-limit-headroom,0.257,
final_timing,tightestPinTransition,1100,ps
logic_synthesis,syn-cell-area,25200,um^2
global_route,grt_pass1_vias,26028,
logic_synthesis,largest_area_cell,"ha_1",
floorplan,io_pins,56,
routing,detail-route-antenna-nets,0,
final_timing,setup-violations-final,0,
final_timing,maxSlewViolCount,0,
logic_synthesis,number_of_distinct_standard_cells_referenced_by_the_synthesized_netlist,122,
global_route,grt_max_degree,57,
place,routabilityCongestion,1.09,
global_route,antenna_violations_before_repair,1,
layout,layout.cells.non_filler,4524,
floorplan,core,61900,um^2
floorplan,floorplan.die_area,64000,um^2
setup_path,critical_path.most_common_cell,"ha_1",
logic_synthesis,post_synth_main_area_contributors,"ha_1 (16%), xnor2_1 (8.1%), a21oi_1 (6.8%), o21ai_0 (5.3%), nor2_1 (5.1%)",
routing,routed-via-count,28723,
setup_path,worstPathRequired,24480,ps
setup_path,cp_slowest_cell,"clkdlybuf4s50_1",
outcome,outcome,"complete, no violations",
logic_synthesis,synthMostInstantiatedCell,"nor2_1",
hold_path,timing.hold.worst.class,"primary input to output pin",
job,max-cap-violations,0,
clocking,cts.hold.buffers_added,0,
final_timing,fin_tns_setup,0,ps
place,placed_cells,4519,
layout,seqCellArea,0,um^2
layout,clkbuf_count,0,
setup_path,critPathCaptureType,"output pin",
floorplan,num_rows,91,
final_timing,max_freq,33.8,MHz
[how the worst min path moves through the flow]
stage           endpoint     start  slack (ps)  cells after the start
CTS           vga_rgb[1]  video_on       13500                      4
finish        vga_rgb[1]  video_on       13470                      4
global route  vga_rgb[3]  video_on       13530                      4
[final cells by class]
type,instances,share of cell area
antenna,1,0.0000943
inverter,179,0.0258
multi-input combinational,3351,0.889
tap,837,0.0395
timing repair buffer,156,0.0454
[worst max-delay path: cells and delay by family]
kind	cells	cell delay [ps]
adder cells (fa/ha/maj)	5	1810
XOR/XNOR	2	530
multiplexers	6	1970
AND/OR/NAND/NOR	19	4400
AND-OR/OR-AND	23	6080
buffers and inverters	7	2480
[routing by layer]
layer  vias to the layer above  GRT usage  share of wire
met4                         0      0.136          0.051
met3                       313     0.0846           0.12
li1                      13785          -              -
met1                     13118      0.453           0.43
met5                         -          0              0
met2                      1507      0.461           0.40
[cells in the final DEF, fill, tap and decap left out, types with 15 or more instances in the layout]
cell type / netlist / final
nor2_1: 342 / 342
a21oi_1: 340 / 340
ha_1: 319 / 319
nand2_1: 318 / 318
o21ai_0: 267 / 264
xnor2_1: 232 / 230
inv_1: 171 / 170
buf_4: 18 / 124
nor3_1: 102 / 102
nand3_1: 99 / 99
mux2i_1: 84 / 84
nor2b_1: 71 / 71
a21o_1: 66 / 66
nand2b_1: 62 / 62
xor2_1: 50 / 50
a211oi_1: 50 / 50
nand4_1: 48 / 48
o211ai_1: 48 / 48
a31oi_1: 49 / 47
and2_1: 46 / 46
nor4_1: 44 / 43
o31ai_1: 36 / 35
o21a_1: 34 / 34
or2_2: 31 / 31
mux2_2: 31 / 31
fa_1: 29 / 29
or3_1: 28 / 28
o22ai_1: 25 / 25
and3_1: 24 / 24
a221oi_1: 21 / 21
a2111oi_0: 22 / 21
o21bai_1: 21 / 21
nand3b_1: 20 / 20
or4_1: 20 / 20
a22oi_1: 20 / 20
a21boi_0: 18 / 18
clkdlybuf4s50_1: 0 / 18
o2111ai_1: 17 / 17
o211a_1: 15 / 15
[stage by stage]
step	instance area [um^2]	setup slack [ps]	hold slack (ps)	util
3_5_place_dp	26500	699	13500	0.427
4_1_cts	26500	608	13500	0.427
5_1_grt	26500	5.00	13530	0.428
6_report	26500	1040	13470	0.428
3_3_place_gp	26500	700	13490	0.427
2_1_floorplan	25200	4170	12350	-
[cell families (layout without fill, tap and decap cells)]
logic type      count (synthesis)  after routing  share of synthesized area
other cells                     0              1                          0
buf+inv                       397            335                     0.0651
xor+xnor                      284            284                      0.100
compound gates               1251           1251                      0.330
simple gates                 1345           1345                      0.272
mux                           118            118                     0.0493
fa+ha+maj                     353            353                      0.184
[what timing repair did]
action                     CTS  global route
setup buffers                0             4
resized                      0             8
setup endpoints to repair    0             5
